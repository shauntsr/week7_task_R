==> flow/design.v <==
`timescale 1ns / 1ps
module debouncer (
    input clk_1000Hz,
    input btn,
    output reg debounced = 0
);
    reg [7:0] count = 0;   
    reg is_pressed = 0;
    always @(posedge clk_1000Hz) begin
        debounced <= 0;
        if (!is_pressed) begin
            if (btn) begin
                is_pressed <= 1;
                debounced <= 1;
                count <= 0;
            end
        end
        if (is_pressed) begin
            if (count < 200) begin
                count <= count + 1;
            end else if (btn == 0) begin
                is_pressed <= 0;
            end
        end
    end
endmodule
`timescale 1ns / 1ps
module draw_digit #(
    parameter integer WIDTH     = 28,
    parameter integer HEIGHT    = 48,
    parameter integer THICKNESS = 8
) (
    input  wire        set,             
    input  wire [3:0]  value,           
    input  wire [6:0]  px, py,          
    input  wire [6:0]  base_x, base_y,  
    input  wire [15:0] colour,          
    output wire [15:0] oled_data
);
    localparam [15:0] BLACK = 16'h0000;
    localparam integer V = (HEIGHT - 3*THICKNESS) / 2;
    wire inside_x = (px >= base_x) && (px < base_x + WIDTH);
    wire inside_y = (py >= base_y) && (py < base_y + HEIGHT);
    wire inside = set && inside_x && inside_y;
    wire [6:0] rx = inside_x ? (px - base_x) : 7'd0;
    wire [6:0] ry = inside_y ? (py - base_y) : 7'd0;
    wire seg_a = (ry < THICKNESS);  
    wire seg_f = ( (ry >= 0) && (ry < 2*THICKNESS + V) && (rx < THICKNESS) );  
    wire seg_b = ( (ry >= 0) && (ry < 2*THICKNESS + V) && (rx >= (WIDTH - THICKNESS)) );  
    wire seg_g = ( (ry >= (THICKNESS + V)) && (ry < (2*THICKNESS + V)) );  
    wire seg_e = ( (ry >= (THICKNESS + V)) && (ry < HEIGHT) && (rx < THICKNESS) );  
    wire seg_c = ( (ry >= (THICKNESS + V)) && (ry < HEIGHT) && (rx >= (WIDTH - THICKNESS)) );  
    wire seg_d = (ry >= (HEIGHT - THICKNESS)) && (ry < HEIGHT);  
    reg [6:0] seg_mask_dec;
    always @ (*) begin
        case (value)
            4'd0: seg_mask_dec = 7'b1111110;  
            4'd1: seg_mask_dec = 7'b0110000;  
            4'd2: seg_mask_dec = 7'b1101101;  
            4'd3: seg_mask_dec = 7'b1111001;  
            4'd4: seg_mask_dec = 7'b0110011;  
            4'd5: seg_mask_dec = 7'b1011011;  
            4'd6: seg_mask_dec = 7'b1011111;  
            4'd7: seg_mask_dec = 7'b1110000;  
            4'd8: seg_mask_dec = 7'b1111111;
            4'd9: seg_mask_dec = 7'b1111011;  
            default: seg_mask_dec = 7'b0000000;
        endcase
    end
    wire [6:0] seg_mask = seg_mask_dec;
    wire any_on =
        (seg_mask[6] && seg_a) ||
        (seg_mask[5] && seg_b) ||
        (seg_mask[4] && seg_c) ||
        (seg_mask[3] && seg_d) ||
        (seg_mask[2] && seg_e) ||
        (seg_mask[1] && seg_f) ||
        (seg_mask[0] && seg_g);
    assign oled_data = (inside && any_on) ? colour : BLACK;
endmodule
`timescale 1ns / 1ps
module draw_square #(
    parameter integer WIDTH  = 20,
    parameter integer HEIGHT = 20
) (
    input clk,
    input [6:0] px,
    input [5:0] py,
    input [6:0] base_x,
    input [5:0] base_y,
    input [2:0] colour,
    output reg [15:0] oled_data
);
    localparam BLACK = 16'h0000;
    localparam WHITE = 16'hFFFF;
    localparam RED = 16'hF800;
    localparam GREEN = 16'h07E0;
    localparam YELLOW = 16'hFFE0;
    localparam BLUE = 16'h001F;
    localparam MAGENTA = 16'hF81F;
    always @(posedge clk) begin
        if (px >= base_x && px <= base_x + WIDTH && py >= base_y && py <= base_y + HEIGHT) begin
            case (colour)
                3'd0: oled_data <= RED;
                3'd1: oled_data <= BLUE;
                3'd2: oled_data <= YELLOW;
                3'd3: oled_data <= GREEN;
                3'd4: oled_data <= WHITE;
                default: oled_data <= BLACK;
            endcase
        end else begin
            oled_data <= BLACK;
        end
    end
endmodule
`timescale 1ns / 1ps
module draw_stuff (
    input clk_1khz,
    clk_6p25mhz,
    input [6:0] px,
    input [5:0] py,
    input [2:0] left_square_colour,
    middle_square_colour,
    right_square_colour,
    output [15:0] oled_data
);
    localparam left_square_x = 10;
    localparam middle_square_x = 40;
    localparam right_square_x = 70;
    localparam all_squares_y = 40;
    wire [15:0] left_data, middle_data, right_data;   
    draw_square uLeftSquare (
        .clk(clk_6p25mhz),
        .px(px),
        .py(py),
        .base_x(left_square_x),
        .base_y(all_squares_y),
        .colour(left_square_colour),
        .oled_data(left_data)
    );
    draw_square uMiddleSquare (
        .clk(clk_6p25mhz),
        .px(px),
        .py(py),
        .base_x(middle_square_x),
        .base_y(all_squares_y),
        .colour(middle_square_colour),
        .oled_data(middle_data)
    );
    draw_square uRightSquare (
        .clk(clk_6p25mhz),
        .px(px),
        .py(py),
        .base_x(right_square_x),
        .base_y(all_squares_y),
        .colour(right_square_colour),
        .oled_data(right_data)
    );
    reg isDrawDigit = 0;
    always @(posedge clk_1khz) begin
        if (left_square_colour == 3 && middle_square_colour == 2 && right_square_colour == 1) begin
            isDrawDigit <= 1;
        end else begin
            isDrawDigit <= 0;
        end
    end
    localparam integer DIGIT = 6;
    localparam integer DIGIT_WIDTH = 6;
    localparam integer DIGIT_HEIGHT = 13;
    localparam integer DIGIT_THICKNESS = 2;
    localparam integer DIGIT_BASE_X = 80;
    localparam integer DIGIT_BASE_Y = 8;
    localparam BLACK = 16'h0000;
    localparam MAGENTA = 16'hF81F;
    localparam DIGIT_COLOUR = MAGENTA;
    wire [15:0] digit_data;
    draw_digit #(
        .WIDTH(DIGIT_WIDTH),
        .HEIGHT(DIGIT_HEIGHT),
        .THICKNESS(DIGIT_THICKNESS)
    ) uDigit (
        .set(isDrawDigit),
        .value(DIGIT),
        .px(px),
        .py(py),
        .base_x(DIGIT_BASE_X),
        .base_y(DIGIT_BASE_Y),
        .colour(DIGIT_COLOUR),
        .oled_data(digit_data)
    );
    assign oled_data = (left_data != BLACK) ? left_data :
                       (middle_data != BLACK) ? middle_data :
                       (right_data != BLACK) ? right_data :
                       (digit_data != BLACK) ? digit_data :
                       BLACK;
endmodule
`timescale 1ns / 1ps
module set_square_colour #(
    parameter integer INIT_COLOUR = 0
) (
    input clk,
    btn,
    input enabled,
    output reg [2:0] colour
);
    reg init = 0;
    always @(posedge clk) begin
        if (~init) begin
            init   <= 1;
            colour <= INIT_COLOUR;
        end else if (btn & enabled) begin
            colour <= (colour == 4) ? 0 : colour + 1;
        end
    end
endmodule
`timescale 1ns / 1ps
module task_Q_controller (
    input clk_1khz,
    clk_6p25mhz,
    input btnL,
    btnC,
    btnR,
    input [15:0] SW,
    input [6:0] px,
    input [5:0] py,
    output [15:0] oled_data
);
    wire btnL_debounced, btnC_debounced, btnR_debounced;
    debouncer u_btnL (
        clk_1khz,
        btnL,
        btnL_debounced
    );
    debouncer u_btnC (
        clk_1khz,
        btnC,
        btnC_debounced
    );
    debouncer u_btnR (
        clk_1khz,
        btnR,
        btnR_debounced
    );
    reg isEnabled = 0;
    always @(posedge clk_1khz) begin
        isEnabled <= (~SW[15] & ~SW[14] & SW[13]) ? 1 : 0;
    end
    wire [2:0] left_square_colour;
    wire [2:0] middle_square_colour;
    wire [2:0] right_square_colour;
    localparam left_square_colour_init = 0;
    localparam middle_square_colour_init = 3;
    localparam right_square_colour_init = 1;
    set_square_colour #(
        .INIT_COLOUR(left_square_colour_init)
    ) uLeftSquareColour (
        .clk(clk_1khz),
        .btn(btnL_debounced),
        .enabled(isEnabled),
        .colour(left_square_colour)
    );
    set_square_colour #(
        .INIT_COLOUR(middle_square_colour_init)
    ) uMiddleSquareColour (
        .clk(clk_1khz),
        .btn(btnC_debounced),
        .enabled(isEnabled),
        .colour(middle_square_colour)
    );
    set_square_colour #(
        .INIT_COLOUR(right_square_colour_init)
    ) uRightSquareColour (
        .clk(clk_1khz),
        .btn(btnR_debounced),
        .enabled(isEnabled),
        .colour(right_square_colour)
    );
    draw_stuff udraw (
        .clk_1khz(clk_1khz),
        .clk_6p25mhz(clk_6p25mhz),
        .px(px),
        .py(py),
        .left_square_colour(left_square_colour),
        .middle_square_colour(middle_square_colour),
        .right_square_colour(right_square_colour),
        .oled_data(oled_data)
    );
endmodule
==> flow/run.sh <==
#!/bin/bash
# OpenROAD 26Q1-2900-gdf79404cd8, Yosys 0.63+post, stock flow scripts
make -C /OpenROAD-flow-scripts/flow DESIGN_CONFIG=/design/flow/config.mk WORK_HOME=/design/flow/orfs finish
==> flow/config.mk <==
export PLATFORM = sky130hd
export DESIGN_NAME = task_Q_controller
export DESIGN_NICKNAME = task_Q_controller
export VERILOG_FILES = /design/flow/design.v
export SDC_FILE = /design/flow/constraint.sdc
export NUM_CORES = 4
export LEC_CHECK = 1
export CORE_UTILIZATION = 50
==> flow/constraint.sdc <==
current_design task_Q_controller

set clk_period 3.7
set clk_io_pct 0.2

create_clock -name clk0 -period $clk_period [get_ports {clk_1khz}]
create_clock -name clk1 -period $clk_period [get_ports {clk_6p25mhz}]

set non_clock_inputs [all_inputs -no_clocks]
set_input_delay [expr $clk_period * $clk_io_pct] -clock clk0 $non_clock_inputs
set_output_delay [expr $clk_period * $clk_io_pct] -clock clk0 [all_outputs]
==> report_table.html <==
<p>Metrics extracted from the flow reports.</p>
<table>
<tr><th>Metric</th><th>Value</th></tr>
<tr><th colspan="2">Status</th></tr>
<tr><td>Status</td><td>finished clean</td></tr>
<tr><th colspan="2">Floorplanning</th></tr>
<tr><td>Die X-Extent</td><td>76.1 um</td></tr>
<tr><td>Floorplan Utilization</td><td>52.8%</td></tr>
<tr><td>Area of the chip</td><td>0.00580 mm^2</td></tr>
<tr><td>Core area</td><td>0.00520 mm^2</td></tr>
<tr><td>Die Y</td><td>76.1 um</td></tr>
<tr><td>Floorplan row count</td><td>26</td></tr>
<tr><td>Number of top-level design ports</td><td>50</td></tr>
<tr><th colspan="2">Clocking</th></tr>
<tr><td>Post-CTS Repair Setup Buffers</td><td>0</td></tr>
<tr><td>TritonCTS clock tree</td><td>yes</td></tr>
<tr><td>CTS Hold Bufs</td><td>0</td></tr>
<tr><td>TritonCTS sink count</td><td>51</td></tr>
<tr><td>Clock-pin slew on the worst setup and hold paths</td><td>0.07 ns</td></tr>
<tr><th colspan="2">Synth</th></tr>
<tr><td>Synth Warn #</td><td>18</td></tr>
<tr><td>Number of flops mapped to enable cells by yosys</td><td>0</td></tr>
<tr><td>Count of mapped cells out of synthesis</td><td>320</td></tr>
<tr><td>Syn Area/Cell</td><td>8.59 um^2</td></tr>
<tr><td>FF+latch count, synth</td><td>51</td></tr>
<tr><td>Tally of unique sky130hd cells used after synthesis</td><td>50</td></tr>
<tr><td>Synthesized cell area</td><td>0.00275 mm^2</td></tr>
<tr><td>Register share after synthesis</td><td>37.2%</td></tr>
<tr><td>Main area contributors after synthesis</td><td>sky130_fd_sc_hd__dfxtp_1, sky130_fd_sc_hd__ha_1, sky130_fd_sc_hd__nand2_1</td></tr>
<tr><td>Post-synthesis async set-or-reset flop share</td><td>0%</td></tr>
<tr><td>Yosys stat chip area</td><td>0.00275 mm^2</td></tr>
<tr><td>Most popular library cell in the synthesized design by count</td><td>sky130_fd_sc_hd__dfxtp_1</td></tr>
<tr><td>Top cell type by total area after synthesis</td><td>sky130_fd_sc_hd__dfxtp_1</td></tr>
<tr><td>Cell total in the yosys stat output</td><td>320</td></tr>
<tr><td>Top-area cell type share of the netlist area</td><td>37.2%</td></tr>
<tr><td>Most numerous cell types in the synthesized netlist</td><td>sky130_fd_sc_hd__dfxtp_1, sky130_fd_sc_hd__nand2_1, sky130_fd_sc_hd__nor2_1, sky130_fd_sc_hd__inv_1, sky130_fd_sc_hd__ha_1</td></tr>
<tr><td>Primary FF master, synth</td><td>sky130_fd_sc_hd__dfxtp_1</td></tr>
<tr><th colspan="2">Finish</th></tr>
<tr><td>Non-Filler Instances</td><td>429</td></tr>
<tr><td>Layout area overhead</td><td>22.3%</td></tr>
<tr><td>Share of post-route cells with drive strength above 1</td><td>10.6%</td></tr>
<tr><th colspan="2">Critical path</th></tr>
<tr><td>Type of element launching the critical path</td><td>primary input</td></tr>
<tr><td>Sum of buffers and inverters on the critical path</td><td>3</td></tr>
<tr><td>Arrival time worst endpoint</td><td>2.84 ns</td></tr>
<tr><td>Class of the most critical setup path</td><td>in -&gt; out</td></tr>
<tr><td>Top cell by count, worst path</td><td>sky130_fd_sc_hd__clkdlybuf4s50_1</td></tr>
<tr><td>Kind of end point of the critical path</td><td>output pin</td></tr>
<tr><td>Critical path's slowest cell</td><td>sky130_fd_sc_hd__clkdlybuf4s50_1</td></tr>
<tr><td>Delay of the slowest cell on the worst path</td><td>0.51 ns</td></tr>
<tr><td>Critical Path, Cell by Cell</td><td>clkdlybuf4s50_1 -&gt; a21o_1 -&gt; a2111oi_4 -&gt; a41oi_2 -&gt; nor3_2 -&gt; buf_4 -&gt; clkdlybuf4s50_1</td></tr>
<tr><td>Critical path's top delay family</td><td>buffers and inverters</td></tr>
<tr><td>CP required</td><td>2.96 ns</td></tr>
<tr><td>Maximum fanout along the worst path</td><td>7</td></tr>
<tr><th colspan="2">Place</th></tr>
<tr><td># port buffers</td><td>35</td></tr>
<tr><td>Placed instance count</td><td>418</td></tr>
<tr><td>Routability congestion estimate</td><td>0.806</td></tr>
<tr><td>Total half-perimeter wirelength after legalization and detailed placement</td><td>3.65 mm</td></tr>
<tr><th colspan="2">GRT</th></tr>
<tr><td>Largest net degree at the start of global routing</td><td>13</td></tr>
<tr><td>Number of antenna violations at the first check in global routing</td><td>0</td></tr>
<tr><td>Via count of the first global-routing pass</td><td>2,041</td></tr>
<tr><td>Grt ovf</td><td>0</td></tr>
<tr><td>Global-route total usage across every layer</td><td>17.8%</td></tr>
<tr><td>Global-route wire length before repair</td><td>8.54 mm</td></tr>
<tr><th colspan="2">Timing</th></tr>
<tr><td>Final-report hold violation count</td><td>0</td></tr>
<tr><td>Worst Tran Pin Value</td><td>0.721 ns</td></tr>
<tr><td>Setup repair after global routing missed its margin</td><td>false</td></tr>
<tr><td>Normalized max-slew margin</td><td>51.2%</td></tr>
<tr><td>Final Slew Violations</td><td>0</td></tr>
<tr><td>Setup clock skew after layout</td><td>0.0153 ns</td></tr>
<tr><td>WHS</td><td>0.472 ns</td></tr>
<tr><td>Fin Setup TNS</td><td>0 ns</td></tr>
<tr><td>Count of endpoints failing setup in the final report</td><td>0</td></tr>
<tr><th colspan="2">Power</th></tr>
<tr><td>Final Power</td><td>1780 uW</td></tr>
<tr><td>Leakage power figure</td><td>0.00139 uW</td></tr>
<tr><td>Power per cell area</td><td>529 mW/mm^2</td></tr>
<tr><td>Maximum VDD drop</td><td>0.403 mV</td></tr>
<tr><th colspan="2">Drt</th></tr>
<tr><td>N_diodes</td><td>0</td></tr>
<tr><td>Routed wire length per instance</td><td>11.4 um</td></tr>
<tr><td>Iteration count of the initial detailed-routing pass</td><td>4</td></tr>
<tr><td>Drc violations</td><td>0</td></tr>
<tr><td>Number of nets with antenna violations after routing</td><td>0</td></tr>
<tr><td>Post-detailed-routing wire length</td><td>4.87 mm</td></tr>
<tr><td>Number of violations reported at the end of detailed-routing iteration 0</td><td>67</td></tr>
<tr><td>Via count normalized by instance count</td><td>5.20</td></tr>
<tr><td>Detailed-route via count</td><td>2,231</td></tr>
<tr><th colspan="2">Job</th></tr>
<tr><td>Total number of warnings across the stage logs</td><td>53</td></tr>
<tr><td>Max cap viols</td><td>0</td></tr>
<tr><th colspan="2">Min path</th></tr>
<tr><td>Worst hold path class</td><td>reg -&gt; reg</td></tr>
</table>
## final timing paths
check                                      from                               end  slack [ns]  depth (start not counted)
max                                       px[2]                      oled_data[4]        0.12                          7
min                             u_btnC.count[1]                   u_btnC.count[1]        0.47                          2
max reg2reg                     u_btnC.count[4]                   u_btnC.count[4]        2.00                          4
min reg2reg                     u_btnC.count[1]                   u_btnC.count[1]        0.47                          2
max in group clk1                         py[1]    udraw.uLeftSquare.oled_data[4]        1.52                          5
min in group clk1  uRightSquareColour.colour[2]  udraw.uRightSquare.oled_data[14]        0.66                          3
## report_power, final
group / leakage [uW] / internal, uW / switching, uW
registers: 0.000420 / 708 / 150
clock network: 0.0000828 / 289 / 178
logic: 0.000886 / 229 / 224
total: 0.00139 / 1230 / 552
## flip-flops by register name, summed over array words and instances, names as in the netlist, 3 cells and up
name	count
udraw.uRightSquare.oled_data	3
u_btnR.count	8
udraw.uMiddleSquare.oled_data	3
u_btnC.count	8
uRightSquareColour.colour	3
uMiddleSquareColour.colour	3
udraw.uLeftSquare.oled_data	3
u_btnL.count	8
uLeftSquareColour.colour	3
## metal layers
layer  GRT usage (%)  wire, um  share of wire, %  vias to the layer above
li1                -         -                 -                     1205
met1            25.0      2410                50                      989
met2            30.5      2260                46                       31
met3            2.92       151               3.1                        6
met4            2.12        45              0.92                        0
met5               0         0                 0                        -
## area by class of cell
cell class | instances | area, um^2
fillers | 449 | 1850
inverters | 24 | 90.1
well taps | 70 | 87.6
multi-input cells | 226 | 1560
flip-flops and latches | 51 | 1020
clock buffers | 9 | 124
repair buffers | 47 | 444
clock inverters | 2 | 35.0
## placed cells by master, fill, tap and decap left out, types with 3 or more instances in the layout
cell type / Yosys / routed
sky130_fd_sc_hd__and3_1: 9 / 9
sky130_fd_sc_hd__buf_4: 13 / 12
sky130_fd_sc_hd__or3_1: 3 / 3
sky130_fd_sc_hd__clkdlybuf4s50_1: 0 / 29
sky130_fd_sc_hd__xor2_1: 9 / 9
sky130_fd_sc_hd__dfxtp_1: 51 / 51
sky130_fd_sc_hd__nand2_1: 27 / 27
sky130_fd_sc_hd__clkbuf_8: 0 / 9
sky130_fd_sc_hd__nand4_1: 5 / 5
sky130_fd_sc_hd__a311oi_1: 4 / 4
sky130_fd_sc_hd__nor3_1: 7 / 5
sky130_fd_sc_hd__nand3_1: 19 / 19
sky130_fd_sc_hd__a21oi_1: 20 / 20
sky130_fd_sc_hd__o311ai_1: 3 / 3
sky130_fd_sc_hd__and2_1: 5 / 5
sky130_fd_sc_hd__nand2b_1: 3 / 3
sky130_fd_sc_hd__inv_1: 24 / 21
sky130_fd_sc_hd__clkdlybuf4s15_1: 0 / 3
sky130_fd_sc_hd__inv_2: 0 / 3
sky130_fd_sc_hd__o21ai_0: 13 / 13
sky130_fd_sc_hd__nor2b_1: 6 / 6
sky130_fd_sc_hd__nor2_1: 27 / 27
sky130_fd_sc_hd__ha_1: 22 / 22
## cells by family (layout without fill, tap and decap cells)
family                   after synthesis  count (layout)  synth area share (%)
buffers and inverters                 43              82                  7.65
adder cells (fa/ha/maj)               22              22                  10.0
multiplexers                           2               2                 0.729
AND-OR/OR-AND                         70              70                  18.6
other                                  1               1                 0.136
XOR/XNOR                              11              11                  3.51
flip-flops                            51              51                  37.2
AND/OR/NAND/NOR                      120             120                  22.2
## metrics by stage
stage	cell area (um^2)	setup WS, ns	util [%]
6_report	3360	0.123	64.5
2_1_floorplan	2750	0.733	-
5_1_grt	3360	0.00946	64.5
3_5_place_dp	3160	-0.176	60.6
3_3_place_gp	3160	-0.194	60.6
4_1_cts	3310	0.0595	63.6
## worst register-to-register path: stages, from the launching register on
cell	delay (ns)
sky130_fd_sc_hd__dfxtp_1	0.34
sky130_fd_sc_hd__o311ai_1	0.55
sky130_fd_sc_hd__nand2_1	0.29
sky130_fd_sc_hd__o311ai_1	0.29
sky130_fd_sc_hd__o41ai_1	0.11
## what timing repair did
item / CTS / global route
resized: 4 / 15
setup endpoints to repair: 10 / 10
gates cloned: 0 / 0
pin swaps: 5 / 9
Power figures rest on the tool's default switching activity, not on a simulated workload.
