==> flow/design.v <==
`timescale 1ns / 1ps
module clock_divider(
    input clk,
    input [31:0] m,
    output reg slow_clock = 0
    );
    reg [31:0] count = 0;  
    always @(posedge clk) begin
        count <= (count == m) ? 0 : count + 1;
        slow_clock <= (count == 0) ? ~slow_clock : slow_clock;
    end
endmodule
`timescale 1ns / 1ps
module draw_digit #(
    parameter integer WIDTH     = 28,
    parameter integer HEIGHT    = 48,
    parameter integer THICKNESS = 8
) (
    input  wire        set,             
    input  wire [3:0]  value,           
    input  wire [6:0]  px, py,          
    input  wire [6:0]  base_x, base_y,  
    input  wire [15:0] colour,          
    output wire [15:0] oled_data
);
    localparam [15:0] BLACK = 16'h0000;
    localparam integer V = (HEIGHT - 3*THICKNESS) / 2;
    wire inside_x = (px >= base_x) && (px < base_x + WIDTH);
    wire inside_y = (py >= base_y) && (py < base_y + HEIGHT);
    wire inside = set && inside_x && inside_y;
    wire [6:0] rx = inside_x ? (px - base_x) : 7'd0;
    wire [6:0] ry = inside_y ? (py - base_y) : 7'd0;
    wire seg_a = (ry < THICKNESS);  
    wire seg_f = ( (ry >= 0) && (ry < 2*THICKNESS + V) && (rx < THICKNESS) );  
    wire seg_b = ( (ry >= 0) && (ry < 2*THICKNESS + V) && (rx >= (WIDTH - THICKNESS)) );  
    wire seg_g = ( (ry >= (THICKNESS + V)) && (ry < (2*THICKNESS + V)) );  
    wire seg_e = ( (ry >= (THICKNESS + V)) && (ry < HEIGHT) && (rx < THICKNESS) );  
    wire seg_c = ( (ry >= (THICKNESS + V)) && (ry < HEIGHT) && (rx >= (WIDTH - THICKNESS)) );  
    wire seg_d = (ry >= (HEIGHT - THICKNESS)) && (ry < HEIGHT);  
    reg [6:0] seg_mask_dec;
    always @ (*) begin
        case (value)
            4'd0: seg_mask_dec = 7'b1111110;  
            4'd1: seg_mask_dec = 7'b0110000;  
            4'd2: seg_mask_dec = 7'b1101101;  
            4'd3: seg_mask_dec = 7'b1111001;  
            4'd4: seg_mask_dec = 7'b0110011;  
            4'd5: seg_mask_dec = 7'b1011011;  
            4'd6: seg_mask_dec = 7'b1011111;  
            4'd7: seg_mask_dec = 7'b1110000;  
            4'd8: seg_mask_dec = 7'b1111111;
            4'd9: seg_mask_dec = 7'b1111011;  
            default: seg_mask_dec = 7'b0000000;
        endcase
    end
    wire [6:0] seg_mask = seg_mask_dec;
    wire any_on =
        (seg_mask[6] && seg_a) ||
        (seg_mask[5] && seg_b) ||
        (seg_mask[4] && seg_c) ||
        (seg_mask[3] && seg_d) ||
        (seg_mask[2] && seg_e) ||
        (seg_mask[1] && seg_f) ||
        (seg_mask[0] && seg_g);
    assign oled_data = (inside && any_on) ? colour : BLACK;
endmodule
`timescale 1ns / 1ps
module move_digit_horiz #(
    parameter integer OLED_WIDTH      = 96,
    parameter integer DIGIT_WIDTH     = 16,
    parameter integer DIGIT_HEIGHT    = 24,
    parameter integer DIGIT_THICKNESS = 4
) (
    input clk,
    input en,
    reset,
    input [3:0] value,
    input [6:0] px,
    py,
    output [15:0] pixel_data
);
    localparam [15:0] BLUE = 16'h043F;
    wire clk_16p7Hz;
    clock_divider u_16p7Hz (
        .clk(clk),
        .m(1800000),
        .slow_clock(clk_16p7Hz)
    );
    wire [6:0] horiz_x, horiz_y;
    assign horiz_y = 6'd20;
    oscillate u_oscillate (
        .en(en),
        .reset(reset),
        .lower_bound(0),
        .upper_bound(OLED_WIDTH - DIGIT_WIDTH),
        .clk(clk_16p7Hz),
        .coord(horiz_x)
    );
    wire [15:0] oled_data;
    assign pixel_data = oled_data;
    draw_digit #(
        .WIDTH(DIGIT_WIDTH),
        .HEIGHT(DIGIT_HEIGHT),
        .THICKNESS(DIGIT_THICKNESS)
    ) u_vert_digit (
        .set(1),
        .value(9),
        .px(px),
        .py(py),
        .base_x(horiz_x),
        .base_y(horiz_y),
        .colour(BLUE),
        .oled_data(oled_data)
    );
endmodule
`timescale 1ns / 1ps
module move_digit_vert #(
    parameter integer OLED_HEIGHT     = 64,
    parameter integer DIGIT_WIDTH     = 16,
    parameter integer DIGIT_HEIGHT    = 24,
    parameter integer DIGIT_THICKNESS = 4
) (
    input clk,
    input en,
    reset,
    input [3:0] value,
    input [6:0] px,
    py,
    output [15:0] pixel_data
);
    localparam [15:0] ORANGE = 16'hFDA0;
    wire clk_8p3Hz;
    clock_divider u_8p3Hz (
        .clk(clk),
        .m(6000000),
        .slow_clock(clk_8p3Hz)
    );
    wire [6:0] horiz_x, horiz_y;
    assign horiz_x = 6'd40;
    oscillate u_oscillate (
        .en(en),
        .reset(reset),
        .lower_bound(0),
        .upper_bound(OLED_HEIGHT - DIGIT_HEIGHT),
        .clk(clk_8p3Hz),
        .coord(horiz_y)
    );
    wire [15:0] oled_data;
    assign pixel_data = oled_data;
    draw_digit #(
        .WIDTH(DIGIT_WIDTH),
        .HEIGHT(DIGIT_HEIGHT),
        .THICKNESS(DIGIT_THICKNESS)
    ) u_vert_digit (
        .set(1),
        .value(7),
        .px(px),
        .py(py),
        .base_x(horiz_x),
        .base_y(horiz_y),
        .colour(ORANGE),
        .oled_data(oled_data)
    );
endmodule
`timescale 1ns / 1ps
module oscillate (
    input en,
    input reset,
    input [6:0] lower_bound,
    upper_bound,
    input clk,
    output wire [6:0] coord
);
    reg dir = 0;   
    reg [6:0] curr = 0;
    assign coord = curr;
    always @(posedge clk) begin
        if (en) begin
            case (dir)
                1'b0:  
                begin
                    if (curr >= upper_bound) dir <= ~dir;
                    else curr <= curr + 1;
                end
                1'b1:  
                begin
                    if (curr <= lower_bound) dir <= ~dir;
                    else curr <= curr - 1;
                end
                default: curr <= curr;
            endcase
        end else if (reset) begin
            curr <= 0;
            dir = 0;
        end
    end
endmodule
`timescale 1ns / 1ps
module task_R_controller (
    input SW1,
    SW3,
    clk,
    en,
    input [6:0] x,
    y,
    output [31:0] pixel_data
);
    wire [15:0] vert_pixel_data;   
    wire vert_en, reset;
    assign vert_en = SW3 & en;
    assign reset   = ~en;   
    move_digit_vert u_move_vert (
        .clk(clk),
        .en(vert_en),
        .reset(reset),
        .value(9),
        .px(x),
        .py(y),
        .pixel_data(vert_pixel_data)
    );
    wire [15:0] horiz_pixel_data;   
    wire horiz_en;
    assign horiz_en = SW1 & en;
    move_digit_horiz u_move_horiz (
        .clk(clk),
        .en(horiz_en),
        .reset(reset),
        .value(9),
        .px(x),
        .py(y),
        .pixel_data(horiz_pixel_data)
    );
    assign pixel_data = (vert_pixel_data != 16'h0000) ? vert_pixel_data : horiz_pixel_data;
endmodule
==> flow/run.sh <==
#!/bin/bash
# OpenROAD 26Q1-2900-gdf79404cd8, Yosys 0.63+post, stock flow scripts
make -C /OpenROAD-flow-scripts/flow DESIGN_CONFIG=/design/flow/config.mk WORK_HOME=/design/flow/orfs finish
==> flow/config.mk <==
export PLATFORM = sky130hd
export DESIGN_NAME = task_R_controller
export DESIGN_NICKNAME = task_R_controller
export VERILOG_FILES = /design/flow/design.v
export SDC_FILE = /design/flow/constraint.sdc
export NUM_CORES = 4
export LEC_CHECK = 1
export CORE_UTILIZATION = 50
==> flow/constraint.sdc <==
current_design task_R_controller

set clk_period 5.3
set clk_io_pct 0.2

create_clock -name clk0 -period $clk_period [get_ports {clk}]

set non_clock_inputs [all_inputs -no_clocks]
set_input_delay [expr $clk_period * $clk_io_pct] -clock clk0 $non_clock_inputs
set_output_delay [expr $clk_period * $clk_io_pct] -clock clk0 [all_outputs]
==> qor.yml <==
max_stage_delay_ps: 480
crit_arrival_ps: 3990
synthesis.yosys.warnings: 13
leakage_nw: 2.29
maxSlewHeadroom_pct: 48.6
final_antenna_net_count: 0
rows: 37
ir_drop_mv: 0.187
clock-skew-final_ps: 5.42
clock_insertion_delay_worst_skew_ps: 330
dieHeight_um: 105
unclocked_pins: 16
clock_tree_from_tritoncts: "yes"
min_period_over_period_pct: 95.4
timing_hold_violations_final: 0
cts_setup_buffers: 0
post_synth_instance_area_um2: 5270
async_reset_ff_share_pct: 0
seq_area_frac_synth_pct: 34.6
place_congestion: 0.887
warning_count: 37
ys_area_um2: 5270
drt-vias-per-instance: 5.27
ys.flop_type: "dfxtp_1"
cpLargestDelayFamily: "AND-OR/OR-AND gates"
place_ws_ps: 110
hold_class: "reg2reg"
drt_wl_total_um: 9330
critical_path.max_fanout: 9
max-cap-violations: 0
synth_cell_type_count: 63
status: "complete, no violations"
drc: 0
fmax_mhz: 198
setup.worst_path.class: "in2out"
clk_root_buffer_cell: "clkbuf_8"
setup_violations: 0
floorplan.die_area_um2: 11000
worst_hold_path.num_cells: 1
buffers_plus_inverters_on_the_worst_setup_path: 4
r2r-start: "u_move_vert.u_8p3Hz.count[19]"
core-area_um2: 10300
cts-htree-levels: 3
worst_ep_required_time_ps: 4240
globalRoute.totalOverflow: 0
width_of_the_die_um: 105
clk_pin_slew_ps: 60
worstSetupStartpointType: "input pin"
number_of_cells_in_the_yosys_synthesis_report: 589
drt_iter0_markers: 120
drive_gt1_share_pct: 4.19
number_of_buffers_created_by_cts: 9
flip_flops_with_a_built_in_enable: 18
critical_path.endpoint_type: "output port"
port_buffers: 31
synth_flops: 82
area_delta_synth_final_pct: 8.76
finalMaxSlewViolations: 0
finalCriticalPeriod_ps: 5050
drt_pass1_iterations: 4
grt_antenna_before_repair: 0
critical_path.cell_chain: "clkdlybuf4s50_1 -> inv_1 -> ha_1 -> inv_1 -> fa_1 -> a21o_1 -> a31oi_1 -> o2111ai_1 -> a211oi_1 -> o221a_2 -> o21bai_1 -> clkdlybuf4s50_1"
r2r_end: "u_move_vert.u_8p3Hz.count[20]"
wl_per_cell_um: 12.3
rrSetupSlack_ps: 3110
cts_buffer_depth: 2
tightestPinTransition_ps: 765
ff2ff_path_depth: 6
hold_start: "u_move_vert.u_8p3Hz.count[31]"
slowest_stage: "clkdlybuf4s50_1"
synthesis.area_per_instance_um2: 8.95
unconstrained_endpoints: 32
initial_core_util_pct: 51.3
rsz0062_at_grt: "no"
via_count: 3982
gr-usage-all-layers_pct: 18.5
hold_end: "u_move_vert.u_8p3Hz.count[31]"
insertedDiodeCount: 0
grt_first_pass_wirelength_um: 16400
first_global_vias: 3665
number_of_instances_in_the_synthesized_netlist: 589
powerDensity_nw_per_um2: 161
pin_count_of_the_biggest_net_entering_global_routing: 15
detailed_place_hpwl_um: 7150
final.setup.worst_slack_ps: 246
i_o_pins: 50
timing.setup.tns_ps: 0
[registers in the layout (all words and copies together), names as in the netlist]
| register | count |
|---|---|
| u_move_vert.u_8p3Hz.count | 32 |
| u_move_horiz.u_16p7Hz.slow_clock | 1 |
| u_move_horiz.u_oscillate.curr | 7 |
| u_move_vert.u_oscillate.curr | 7 |
| u_move_vert.u_oscillate.dir | 1 |
| u_move_vert.u_8p3Hz.slow_clock | 1 |
| u_move_horiz.u_oscillate.dir | 1 |
| u_move_horiz.u_16p7Hz.count | 32 |
[through the flow]
stage,cell area (µm²),power (mW),cells,hold slack (ps),util [%]
finish,5730,0.923,756,459,55.8
global route,5730,0.970,756,483,55.8
CTS,5730,0.935,756,462,55.7
detailed placement,5580,0.599,741,453,54.3
global placement,5580,0.599,741,447,54.3
floorplan,5330,0.575,606,433,-
[layout by cell type, fill, tap and decap left out, types with 22 or more instances in the layout]
master	count
nand2_1	36
clkdlybuf4s50_1	31
dfxtp_1	64
nand3_1	30
inv_1	44
xnor2_1	45
ha_1	45
a21oi_1	22
xor2_1	27
nor2_1	63
[report_power, final]
group          internal (mW)  switching, mW
combinational         0.0420         0.0454
clock                  0.169          0.166
sequential             0.501              0
[logic make-up (layout without fill, tap and decap cells)]
group,Yosys count,after routing,synth area share (%)
DFF,82,82,34.6
xor gates and xnor gates,72,72,12.0
buffers and inverters,77,91,7.72
and+or+nand+nor,227,227,23.0
AOI/OAI and AO/OA,79,79,10.1
adders and majority gates,49,49,12.2
other,1,18,0.0712
muxes,2,2,0.380
[cell type report]
| type | count | area [µm²] |
|---|---|---|
| Clock buffer | 15 | 146 |
| Fill cell | 927 | 4550 |
| Inverter | 44 | 165 |
| Multi-Input combinational cell | 447 | 3110 |
| Sequential cell | 82 | 1820 |
| Tap cell | 136 | 170 |
| Timing Repair Buffer | 32 | 318 |
[synth_stat cells, types with 2 or more instances]
cell type / instances / area, µm²
o32ai_1: 2 / 17.5
o21a_1: 6 / 45.0
o21ai_0: 14 / 70.1
xor2_1: 27 / 236
fa_1: 4 / 80.1
a211oi_1: 4 / 30.0
and3_1: 14 / 87.6
a21oi_1: 22 / 110
nand3b_1: 2 / 15.0
nor4_4: 2 / 42.5
o21bai_1: 2 / 15.0
nor2b_1: 8 / 50.1
a21boi_0: 2 / 15.0
nor2_1: 63 / 236
nand4_4: 2 / 42.5
o31ai_1: 2 / 15.0
inv_1: 44 / 165
xnor2_1: 45 / 394
nand2_1: 36 / 135
dfxtp_1: 64 / 1280
buf_4: 31 / 233
nand3_1: 30 / 150
edfxtp_1: 18 / 541
or3_1: 4 / 25.0
nor3_1: 15 / 75.1
nor2_2: 3 / 18.8
o211ai_1: 2 / 15.0
ha_1: 45 / 563
nand2b_1: 5 / 31.3
nand4_1: 13 / 81.3
and4_1: 3 / 26.3
mux2i_1: 2 / 20.0
o21ai_1: 3 / 15.0
a21o_1: 4 / 30.0
o311ai_1: 2 / 17.5
nor4b_1: 2 / 17.5
nor4_1: 16 / 100
[worst max-delay path by stage]
stage	start	end	slack (ps)	cells after the start
after CTS	y[2]	pixel_data[3]	100	9
after global routing	y[0]	pixel_data[5]	50	12
final	y[0]	pixel_data[10]	250	12
[metal layers]
layer	GRT usage (%)	up-vias	routed length (µm)
met2	27.8	77	4000
met3	3.11	8	362
li1	-	2070	-
met5	0	-	0
met4	3.02	0	141
met1	29.5	1827	4820
[timing repair]
action,CTS,global route
hold buffers,0,0
resized,0,1
setup endpoints to repair,0,5
Power is estimated from default activity; no workload was simulated.
